[flow/config.mk]
export PLATFORM = sky130hd
export DESIGN_NAME = control
export DESIGN_NICKNAME = control
export VERILOG_FILES = /design/flow/design.v
export SDC_FILE = /design/flow/constraint.sdc
export NUM_CORES = 4
export LEC_CHECK = 1
export CORE_AREA = 10 10 167 167
export DIE_AREA = 0 0 177 177
[flow/constraint.sdc]
current_design control

set clk_period 8.9
set clk_io_pct 0.2

create_clock -name clk0 -period $clk_period

set non_clock_inputs [all_inputs -no_clocks]
set_input_delay [expr $clk_period * $clk_io_pct] -clock clk0 $non_clock_inputs
set_output_delay [expr $clk_period * $clk_io_pct] -clock clk0 [all_outputs]
[flow/design.v]
module control (
    input [10:0] optype,
    input [2:0] funct3,
    input [6:0] funct7,
    input [31:0] data_1,
    input [31:0] data_2,
    input [31:0] pc,
    input [31:0] immI,
    input [31:0] immS,
    input [31:0] immB,
    input [31:0] immU,
    input [31:0] immJ,
    output reg [3:0] alu_op,
    output reg alu_src,
    output reg reg_write,
    output reg mem_read,
    output reg mem_write,
    output reg mem_to_reg,
    output reg branch,
    output reg jump,
    output reg jalr,
    output reg [31:0] x,
    output reg [31:0] y,
    output reg [31:0] write_data,
    output reg [31:0] imm_out
);
always @(*) begin
    alu_op      = 4'b0000;
    alu_src     = 0;
    reg_write   = 0;
    mem_read    = 0;
    mem_write   = 0;
    mem_to_reg  = 0;
    branch      = 0;
    jump        = 0;
    jalr        =0;
    x           = data_1;
    y           = data_2;
    case (optype)
        11'b00000000001: begin
            reg_write = 1;
            alu_src   = 0;
            case (funct7)
                7'b0000000: begin
                    case (funct3)
                        3'b000: alu_op = 4'b0000;  
                        3'b001: alu_op = 4'b0101;  
                        3'b010: alu_op = 4'b1000;  
                        3'b011: alu_op = 4'b1001;  
                        3'b100: alu_op = 4'b0010;  
                        3'b101: alu_op = 4'b0110;  
                        3'b110: alu_op = 4'b0011;  
                        3'b111: alu_op = 4'b0100;  
                        default: alu_op = 4'b0000;
                    endcase
                end
                7'b0100000: begin
                    case (funct3)
                        3'b000: alu_op = 4'b0001;  
                        3'b101: alu_op = 4'b0111;  
                        default: alu_op = 4'b0000;
                    endcase
                end
            endcase
        end
        11'b00000000010: begin
            reg_write = 1;
            alu_src   = 1;
            imm_out=immI;
            case (funct3)
                3'b000: alu_op = 4'b0000;  
                3'b001: alu_op = 4'b0101;  
                3'b010: alu_op = 4'b1000;  
                3'b011: alu_op = 4'b1001;  
                3'b100: alu_op = 4'b0010;  
                3'b101: alu_op = (immI[11:5] == 7'b0100000) ? 4'b0111 : 4'b0110;  
                3'b110: alu_op = 4'b0011;  
                3'b111: alu_op = 4'b0100;  
                default: alu_op = 4'b0000;
            endcase
        end
        11'b00000000100: begin
            reg_write   = 1;
            alu_src     = 1;
            mem_read    = 1;
            mem_to_reg  = 1;
           imm_out=immI;
            alu_op      = 4'b0000;  
        end
        11'b00000001000: begin
            alu_src     = 1;
            mem_write   = 1;
            imm_out          = immS;
            write_data  = data_2;
            alu_op      = 4'b0000;  
        end
        11'b00000010000: begin
            branch      = 1;
            alu_src     = 0;
            y           = data_2;
            imm_out = immB;
            case (funct3)
                3'b000: alu_op = 4'b1010;  
                3'b001: alu_op = 4'b1011;  
                3'b100: alu_op = 4'b1000;  
                3'b101: alu_op = 4'b1100;  
                3'b110: alu_op = 4'b1001;  
                3'b111: alu_op = 4'b1101;  
                default: alu_op = 4'b0000;
            endcase
        end
        11'b00000100000: begin
            reg_write   = 1;
            jump        = 1;
            alu_src     = 0;
            imm_out          = immJ;
            alu_op      = 4'b0000;
        end
        11'b00001000000: begin
            reg_write   = 1;
            jump        = 1;
            jalr=1;
            alu_src     = 0;
            imm_out          = immI;
            alu_op      = 4'b0000;
        end
        11'b00010000000: begin
            reg_write   = 1;
            alu_src     = 1;
            x           = 32'b0;
            imm_out          = immU;
            alu_op      = 4'b0000;
        end
        11'b00100000000: begin
            reg_write   = 1;
            alu_src     = 1;
            x           = pc;
            imm_out         = immU;
            alu_op      = 4'b0000;
        end
        11'b01000000000: begin
            alu_op = 4'b0000;
        end
        default: begin
            alu_op      = 4'b0000;
        end
    endcase
end
endmodule
[flow/run.sh]
#!/bin/bash
# OpenROAD 26Q1-2900-gdf79404cd8, Yosys 0.63+post, stock flow scripts
make -C /OpenROAD-flow-scripts/flow DESIGN_CONFIG=/design/flow/config.mk WORK_HOME=/design/flow/orfs finish
==> impl_metrics.yaml <==
# physical design summary
floorplan:
  rows: 57
  num_io_pins: 417
  die_area_um2: 31300
  core_um2: 24300
  floorplan.initialDensity_pct: 13.4
  die.size.x_um: 177
  die_height_um: 177
hold_path:
  hold_path.startpoint: "data_2[29]"
  timing.hold.worst.class: "input pin to output port"
route:
  detailedRoute.firstIterationViolations: 312
  drt-pass1-iter-count: 8
  routed-via-count: 4449
  ant_nets: 0
  vias_per_cell: 4.22
  routed_wl_mm: 22.5
  detail_route.drc_violations: 0
  avgRoutedWirePerCell_um: 21.3
  insertedDiodeCount: 0
yosys:
  synth_top_flop_cell: "sky130_fd_sc_hd__dlxtn_1"
  syn_area_um2: 3250
  synth_warnings: 1
  postSynthAreaPerCell_um2: 8.70
  yosys.stat.chipArea_um2: 3250
  synthesis.instances: 373
  synth_async_sr_flop_share_pct: 0
  synth.ff_latch_count: 64
  synth.yosys.num_cells: 373
  netlist-cell-type-count: 46
  edf_count: 0
pwr:
  leakagePower_nw: 2.85
  power.density_cell_area_nw_per_um2: 34.8
  power.ir.vdd_worst_uv: 17.0
place:
  buffer_ports.inserted: 417
  post_place_worst_slack_ps: 2310
  placement.cell_area_um2: 7490
  place_hpwl_mm: 19.1
  routabilityCongestion: 0.921
timing:
  post-route-min-period_ps: 6530
  worstMarginPinSlew_ps: 853
  finalMaxSlewViolations: 0
  report.final.hold_viol_count: 0
  fin_ws_ps: 2370
  grt_setup_unrepaired: "no"
  worst_hold_slack_ps: 4380
  fmax_ghz: 0.153
  setup-violations-final: 0
  final_min_period_over_clock_period_pct: 73.4
  totalNegativeSetupSlack_ps: 0
  register_pins_left_without_a_clock: 64
  timing.slew.headroom_pct: 43.0
  count_of_endpoints_without_a_timing_constraint: 128
cells_and_area:
  layout_top_cell: "sky130_fd_sc_hd__clkdlybuf4s50_1"
  layout-area-overhead-vs-synth_pct: 131
  post_route_cells_drive_above_1_share_pct: 3.15
  num-fill-cells: 2496
  multi_input_comb_area_um2: 1760
  final_cell_area_um2: 7490
  layout.area.seq_um2: 961
  layout_top_cells: "417 x sky130_fd_sc_hd__clkdlybuf4s50_1, 64 x sky130_fd_sc_hd__a22o_1, 64 x sky130_fd_sc_hd__dlxtn_1, 33 x sky130_fd_sc_hd__inv_1, 32 x sky130_fd_sc_hd__a222oi_1"
  final_util_pct: 30.8
critical_path:
  worst_ep_arrival_time_ps: 4750
  setup.worst_path.start_class: "input pin"
  timing.critical_path.required_ps: 7120
  timing.critical_path.to_type: "output port"
  crit_fanout: 14
  worst_setup_path_start: "optype[2]"
  critPathKind: "input pin to output port"
global_routing:
  global_route_wire_length_before_repair_mm: 30.9
  initial_antenna_violation_count: 0
  grt_overflow_total: 0
  grt_pass1_vias: 4681
  grt_start_max_net_pins: 39
  gr-usage-all-layers_pct: 13.1
clock_tree:
  postCtsSetupBuffers: 0
  post_cts_gate_resize_count: 0
  cts-hold-fix-buffers: 0
run:
  timing.max_cap.violations: 0
  tool_warnings: 32
status:
  status: "finished clean"
-- path summary, 6_finish.rpt --
path              slack [ps]  cells after the start   endpoint
setup / recovery        2370                      6  alu_op[0]
hold / removal          4380                      2      y[29]
-- worst max-delay path, stage by stage --
cell	delay [ps]
sky130_fd_sc_hd__clkdlybuf4s50_1	510
sky130_fd_sc_hd__or4_1	790
sky130_fd_sc_hd__nor3_4	730
sky130_fd_sc_hd__nand2_1	150
sky130_fd_sc_hd__o221ai_1	250
sky130_fd_sc_hd__clkdlybuf4s50_1	520
-- kinds of logic after synthesis --
kind of cell	synth area share (%)
multiplexers	7.71
XOR/XNOR	1.62
latches	29.6
buffers and inverters	17.3
AND/OR/NAND/NOR	11.8
AND-OR/OR-AND	31.9
-- synthesized netlist by cell type (2+ instances only) --
library cell,count,area share [%]
sky130_fd_sc_hd__or3b_2,2,0.54
sky130_fd_sc_hd__xor2_1,2,0.54
sky130_fd_sc_hd__nand2b_1,6,1.2
sky130_fd_sc_hd__or4_1,3,0.69
sky130_fd_sc_hd__a222oi_1,32,9.9
sky130_fd_sc_hd__buf_1,3,0.35
sky130_fd_sc_hd__o21ai_0,7,1.1
sky130_fd_sc_hd__nor4b_1,2,0.54
sky130_fd_sc_hd__buf_4,35,8.1
sky130_fd_sc_hd__buf_2,6,0.92
sky130_fd_sc_hd__nor2_1,2,0.23
sky130_fd_sc_hd__or2_2,2,0.39
sky130_fd_sc_hd__mux2i_1,25,7.7
sky130_fd_sc_hd__nor4_1,9,1.7
sky130_fd_sc_hd__buf_6,6,2.1
sky130_fd_sc_hd__nor3_1,6,0.92
sky130_fd_sc_hd__a31oi_1,3,0.58
sky130_fd_sc_hd__or3_1,3,0.58
sky130_fd_sc_hd__nand2_1,4,0.46
sky130_fd_sc_hd__dlxtn_1,64,30
sky130_fd_sc_hd__nor2b_1,3,0.58
sky130_fd_sc_hd__inv_1,33,3.8
sky130_fd_sc_hd__a21oi_1,5,0.77
sky130_fd_sc_hd__nand3_1,4,0.62
sky130_fd_sc_hd__clkbuf_1,18,2.1
sky130_fd_sc_hd__nor4_2,2,0.77
sky130_fd_sc_hd__a22o_1,64,17
sky130_fd_sc_hd__xnor2_1,4,1.1
-- registers in the layout, indices dropped and copies added (netlist names) --
name and count:
imm_out 32, write_data 32
-- through the flow --
stage               cells  total power [W]
global placement     1055         0.000263
finish               1055         0.000260
CTS                  1055         0.000263
detailed placement   1055         0.000262
floorplan             373        0.0000650
global route         1055         0.000277
-- per-layer routing --
layer  vias to the layer above  wire (um)  part of all wire [%]  GRT usage [%]
li1                       2122          -                     -              -
met2                       316      10900                    49           23.2
met5                         -          0                     0              0
met4                         0        441                   2.0           2.42
met1                      1993       8690                    39           15.4
met3                        18       2380                    11           4.07
-- report_power, final --
part	switching, W	internal (W)
Sequential	0.00000412	0.0000188
Combinational	0.0000603	0.000177
Clock	0	0
-- layout make-up --
cell class | instances | share of cell area [%]
tap | 324 | 5.41
inverter | 33 | 1.65
sequential | 64 | 12.8
timing repair buffer | 426 | 56.6
multi-input combinational | 208 | 23.5
Power figures rest on the tool's default switching activity, not on a simulated workload.
