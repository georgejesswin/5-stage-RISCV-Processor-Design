==> design/flow/design.v <==
module register_bank (
    input clk,
    input  reset,
    input [4:0] rs1,
    input [4:0] rs2,
    input [4:0] rd,
    input [31:0] write_data,
    input reg_write,
    output  [31:0] read_data1,
    output  [31:0] read_data2
);
reg [31:0] registers [0:31];
integer i;
assign read_data1 = registers[rs1];
assign read_data2 = registers[rs2];
always @(negedge clk or posedge reset) begin
    if (reset) begin
        for (i = 0; i < 32; i = i + 1) begin
            registers[i] <= 32'b0;
        end
    end
    else if(reg_write && rd!=5'b0) begin
        registers[rd] <= write_data;
    end
    end
endmodule
==> design/flow/run.sh <==
#!/bin/bash
# OpenROAD 26Q1-2900-gdf79404cd8, Yosys 0.63+post, stock flow scripts
make -C /OpenROAD-flow-scripts/flow DESIGN_CONFIG=/design/flow/config.mk WORK_HOME=/design/flow/orfs finish
==> design/flow/config.mk <==
export PLATFORM = sky130hd
export DESIGN_NAME = register_bank
export DESIGN_NICKNAME = register_bank
export VERILOG_FILES = /design/flow/design.v
export SDC_FILE = /design/flow/constraint.sdc
export NUM_CORES = 4
export LEC_CHECK = 1
export CORE_UTILIZATION = 50
==> design/flow/constraint.sdc <==
current_design register_bank

set clk_period 14.6
set clk_io_pct 0.2

create_clock -name clk0 -period $clk_period [get_ports {clk}]

set non_clock_inputs [all_inputs -no_clocks]
set_input_delay [expr $clk_period * $clk_io_pct] -clock clk0 $non_clock_inputs
set_output_delay [expr $clk_period * $clk_io_pct] -clock clk0 [all_outputs]
==> results_slide.txt <==
Physical Implementation Snapshot

Timing
  – Relative slew slack: 0.2451
  – Final hold violations: 0
  – Max-slew violation count: 0
  – Worst Tran Pin Value: 1.122 ns
  – Unrepaired setup endpoints after global routing: no
  – Hold Slack: 0.3461 ns
  – Final setup fails: 0
  – Final WS setup: roughly 1.2 ns
  – Skew final: 0 ns

Floorplan
  – Die x size: 322.5 um
  – Core area: 101700 um2
  – I/O Pins: 114
  – Die area: 104000 um2
  – Die height: 322.5 um
  – Floorplan utilization: 0.5047
  – Row count: 117

Placement
  – Post-DP Area: 54710 um2
  – Port Buf Inserts: about 110
  – RePlAce Congestion: 1.063
  – Pre-CTS setup slack: 1.461 ns
  – Post-DP HPWL: 159700 um

Synth
  – Post-synth EDFFs: 0
  – Yosys stat chip area: just over 50000 um2
  – Area share, top type: 0.4990
  – Synth unique cells: roughly 66
  – Commonest cells in the netlist: 1024 x dfrtn_1, 996 x mux2_2, 751 x a22oi_1
  – Asr flop ratio synth: 1.000
  – Yosys reg bits: 1024
  – Adder Area Share: 0
  – Synth Area in Simple Gates: 0.07425
  – Cell Area, Synth: 51350 um2
  – Cell with the most instances after synthesis: dfrtn_1
  – Main flop type: dfrtn_1
  – Yosys warning tally: 2
  – XOR Share, Synth: 0
  – Leading area contributor after synthesis: dfrtn_1
  – Mux share: 0.2300
  – Register area share after synthesis: 0.4990
  – Mean Syn Cell Area: 11.69 um2
  – Dominant combinational family: multiplexers
  – Yosys aoi share: 0.1560
  – # Cells Yosys: 4394
  – Syn Inst Count: roughly 4400
  – Synth area leaders: dfrtn_1 50%, mux2_2 22%, a22oi_1 11%

Clock tree
  – Num CTS Buffers: 111
  – Late-Pin Clk Latency: 0.66 ns
  – Clk slew on worst S/H paths: 0.05 ns
  – CTS Sinks: 1024
  – Depth of the CTS H-tree: 3
  – # hold bufs at CTS: 0
  – Post-CTS sizing: 0
  – Post-CTS Setup Inserts: 0
  – Clock root cell: clkbuf_16
  – CTS tree: built
  – Clock Tree Buf Depth: 3

Routing
  – DRC viols: 0
  – Routed Antenna Nets: 0
  – Wirelength per Cell: 44.98 um
  – DR vias: 45030
  – DRT iter0 DRCs: 5670
  – Vias/cell: 7.664
  – Total iterations of the first detailed-routing run: 27
  – Total Wirelength: 264300 um

Final layout
  – Area Overhead vs Synth: 14.34%
  – Ratio of cells with drive above 1 in the final layout: 0.3413
  – Biggest regs: registers: 1024 flops
  – Fin area: 58710 um2
  – Final core utilization: 0.5771
  – Sequential cell area: between 20000 and 30000 um2
  – Max reg flops: 1024
  – Most flops, register: registers
  – Fillcell total: ~8300
  – Comb gate area: between 20000 and 25000 um2

Setup path
  – Worst r2r src: registers[15][29]
  – Worst Setup End Kind: output port
  – Register-to-Register Path Depth: 1
  – Slowest stage delay, CP: a little under 0.9 ns
  – Worst EP required: 11.68 ns
  – Reg2Reg Setup Slack: ~14 ns
  – Worst EP arrival: 10.50 ns
  – CP Launch Type: flop
  – Critical path class: flop to output port
  – R2r endpoint: registers[15][29]
  – CP cell instances: a21oi_1, nor4_1, a2111oi_0, a31oi_1, clkdlybuf4s50_1
  – Crit-path slowest cell: nor4_1
  – Max FO, Critical Path: 3

Flow run
  – OpenROAD warning count: 52
  – Max Cap Violations: 0

Global route
  – Global-route wire length before repair: 359400 um
  – Tot GR Track Use: 0.5368
  – Antenna violations before repair: 23
  – Remaining global-route overflow: 0
  – Vias in the first global route: about 44000
  – Largest net degree at the start of global routing: 123

Power and ir drop
  – VDD IR max: 0.0001195 V
  – Leakage: between 20 and 30 nW
  – Power Dens Cells: 140.2 nW/um2

Outcome
  – Status: finished, final reports clean

Min path
  – WHS Endpoint: registers[0][29]
  – Hold Crit Class: flop to flop
  – Hold wc startpoint: registers[0][29]
  – Hold depth: 0
==> critical path, delay by kind of cell, from the launching register on <==
kind	cells	cell delay [ns]
DFF	1	0.52
and+or+nand+nor	1	0.89
buffers and inverters	1	0.51
AOI/OAI and AO/OA	3	0.61
==> report_power, final <==
group          switching (W)  internal [W]
Combinational       0.000568      0.000611
Sequential          0.000541       0.00343
Clock                0.00123       0.00185
==> layer usage <==
| layer | track usage | vias to the layer above | wire (um) |
|---|---|---|---|
| met4 | 0.3293 | 43 | 23730 |
| met1 | 0.6691 | 22410 | 90350 |
| met3 | 0.3845 | 1496 | 48740 |
| met2 | 0.6701 | 4261 | 100700 |
| met5 | 0.04583 | - | 798 |
| li1 | - | 16820 | - |
==> stage by stage <==
stage          cells  power, W  setup TNS (ns)
3_3_place_gp    5657  0.005093               0
2_1_floorplan   4394  0.004533        -9570.61
3_5_place_dp    5657  0.005114               0
4_1_cts         5859  0.008175               0
5_1_grt         5861  0.008447               0
6_report        5876  0.008232               0
==> how the worst max path moves through the flow <==
stage / startpoint / end / slack [ns] / cells past startpoint
final: registers[5][21] / read_data1[21] / 1.18 / 5
after global routing: registers[5][21] / read_data1[21] / 1.19 / 5
after CTS: registers[5][21] / read_data1[21] / 1.49 / 5
==> layout make-up <==
| type | count | area share |
|---|---|---|
| Antenna cell | 17 | 0.0007246 |
| Clock buffer | 159 | 0.05590 |
| Clock inverter | 43 | 0.01157 |
| Inverter | 7 | 0.0005115 |
| Multi-Input combinational cell | 2907 | 0.4123 |
| Sequential cell | 1024 | 0.4365 |
| Tap cell | 1368 | 0.02915 |
| Timing Repair Buffer | 351 | 0.05336 |
==> logic make-up (layout without fill, tap and decap cells) <==
logic type | count (synthesis) | in the layout
compound gates | 1077 | 1077
buf+inv | 463 | 560
flops | 1024 | 1024
mux | 1052 | 1052
other cells | 0 | 17
simple gates | 778 | 778
==> placed cells by master (no fill, tap or decap), types with 12 or more instances in the layout <==
cell type        Yosys  routed
a21oi_1             84      84
a221oi_1            26      26
a222oi_1            22      22
a22o_1              35      35
a22oi_1            751     751
a31oi_1             21      21
a32oi_1             17      17
and3_1              15      14
buf_12               0      20
buf_4               20     220
bufinv_16            0      17
clkbuf_1           195      19
clkbuf_16            0     114
clkbuf_8             0      26
clkdlybuf4s50_1      0     105
clkinv_2             0      17
dfrtn_1           1024    1024
diode_2              0      17
mux2_2             996     996
mux2i_1             45      45
nand2_1            252     239
nand2_2              0      12
nand2b_1            21      19
nand3_1             52      50
nand4_1            101     101
nor2_1             155     105
nor2_4               4      71
nor3_1              55      52
nor4_1              35      34
o21ai_0             30      30
o22ai_1             12      12
o32a_1              14      14
Power is estimated from default activity; no workload was simulated.
