### flow/run.sh
#!/bin/bash
# OpenROAD 26Q1-2900-gdf79404cd8, Yosys 0.63+post, stock flow scripts
make -C /OpenROAD-flow-scripts/flow DESIGN_CONFIG=/design/flow/config.mk WORK_HOME=/design/flow/orfs finish
### flow/config.mk
export PLATFORM = sky130hd
export DESIGN_NAME = alu
export DESIGN_NICKNAME = alu
export VERILOG_FILES = /design/flow/design.v
export SDC_FILE = /design/flow/constraint.sdc
export NUM_CORES = 4
export LEC_CHECK = 1
export CORE_UTILIZATION = 40
### flow/constraint.sdc
current_design alu

set clk_period 26.0
set clk_io_pct 0.2

create_clock -name clk0 -period $clk_period

set non_clock_inputs [all_inputs -no_clocks]
set_input_delay [expr $clk_period * $clk_io_pct] -clock clk0 $non_clock_inputs
set_output_delay [expr $clk_period * $clk_io_pct] -clock clk0 [all_outputs]
### flow/design.v
module alu(
    input [31:0] x,
    input [31:0] y,
    input [3:0] alu_op,
    output reg [31:0] result
);
always @(*) begin
    case (alu_op)
        4'b0000: result = x + y;  
        4'b0001: result = x - y;  
        4'b0010: result = x ^ y;  
        4'b0011: result = x | y;  
        4'b0100: result = x & y;  
        4'b0101: result = x << y[4:0];  
        4'b0110: result = x >> y[4:0];  
        4'b0111: result = $signed(x) >>> y[4:0];  
        4'b1000: result = ($signed(x) < $signed(y)) ? 1 : 0;  
        4'b1001: result = x < y ? 1 : 0;  
        4'b1010: result = (x == y) ? 1 : 0;  
        4'b1011: result = (x != y) ? 1 : 0;  
        4'b1100: result = ($signed(x) >= $signed(y)) ? 1 : 0;  
        4'b1101: result = (x >= y) ? 1 : 0;  
        default: result = 32'b0;  
    endcase
end
endmodule
==> out/qor.yml <==
outcome: "completed"
netlist_instances: 1299
seqCellArea_um2: 0
warnings: 99
end_kind: "primary output"
fp_util: 0.4108
finalWirelength_um: 45670
worstHoldPathType: "in2out"
power_density_mw_per_mm2: 23.36
die_w_um: 152.2
first_global_vias: 9978
die.size.y_um: 152.2
grt_pass1_wl_um: 67120
grt_antenna_before_repair: 0
fp-row-count: 54
wl_per_cell_um: 28.29
path_class: "in2out"
p_total_w: 0.0002378
path_depth: 14
flops: 0
cpMaxStageDelayCell: "ha_1"
crit_buf_inv: 5
core_mm2: 0.02196
overflow: 0
fin_tns_setup_ns: 0
n_clock_buffer: 0
slew_headroom: 0.4156
finalCritPeriodShare: 0.5936
mostFrequentLayoutCell: "nor2_1"
synth_seq_share: 0
critPathTopFamily: "buffers and inverters"
ys_cells: 1299
slowest_delay_ns: 0.79
fmax_ghz: 0.06479
rsz0062_at_grt: "no"
worst_slew_pin_slew_ns: 0.8675
hold_buffers: 0
arrival_ns: 10.23
setup_slack_ns: 10.57
ios: 100
cp_common_cell: "clkdlybuf4s50_1"
p_int_w: 0.00009356
path_max_fanout: 34
portBuffers: 100
whs_path_depth: 5
area_growth_pct: 12.83
drive_gt1_frac: 0.09084
yosysChipArea_mm2: 0.009020
cts_resized: 0
power.switching_w: 0.0001442
worstPathRequired_ns: 20.80
lay_top_cells: "182 x nor2_1, 115 x a21oi_1, 100 x nand2_1"
setup_viol: 0
place_congestion: 1.032
ys.warnings.count: 1
cts_setup_buffers: 0
synth_area_per_cell_um2: 6.944
dieArea_mm2: 0.02315
power.leakage_nw: 4.135
dp_hpwl_um: 36090
ys_types: 86
final_antenna_net_count: 0
drt_iter0_drc: 1068
num_vias: 11056
vdd_drop_max_v: 0.00001715
drtPass1Iterations: 24
vias_per_cell: 6.850
grt_start_max_net_pins: 61
fin_util: 0.4635
p_sw_frac: 0.6065
final_max_slew_viol_count: 0
combGateArea_mm2: 0.008204
crit_chain: "clkdlybuf4s50_1, buf_4, clkinv_1, ha_1, inv_1, o311ai_1, a31oi_1, a22oi_1, a21oi_1, a2111oi_1, o22ai_1, a21boi_1, o221ai_1, clkdlybuf4s50_1"
min_period_ns: 15.43
start_kind: "primary input"
post-place-ws_ns: 10.69
synth_area_mm2: 0.009020
grtUsageTotal: 0.3984
max_cap_violations: 0
fillCellCount: 2280
finalHoldViolations: 0
route.detailed.drc: 0
## cell families (layout without fill, tap and decap cells)
family,count (synthesis),in the layout,share of synthesized area
compound gates,464,464,0.3532
simple gates,425,425,0.2140
buf+inv,203,236,0.09336
fa+ha+maj,101,101,0.1418
mux,92,92,0.1841
xor+xnor,14,14,0.01359
other cells,0,2,0
## power by group through the flow
stage / logic, W / registers (W) / clock network (W)
after global routing: 0.000253 / 0 / 0
after CTS: 0.000232 / 0 / 0
## layer usage
metal  vias up  global-route usage  part of all wire
li1       4973                   -                 -
met1      5300              0.5887              0.42
met2       696              0.5870              0.43
met3        87              0.1034              0.12
met4         0             0.09378             0.029
met5         -                   0                 0
## layout make-up
class              instances  area share
inverters                103     0.03799
multi-input cells       1096      0.8061
well taps                280     0.03442
diodes                     2   0.0004918
repair buffers           133      0.1210
## worst paths after layout
check	end	from	slack, ns
max	result[0]	y[4]	10.57
min	result[12]	y[12]	11.58
## synth_stat cells, drive strengths merged (5+ instances only)
cell | n | share of area
a221oi | 26 | 0.025
a31oi | 15 | 0.012
o211ai | 15 | 0.012
o221ai | 12 | 0.012
inv | 100 | 0.042
nor2b | 11 | 0.0076
xnor2 | 13 | 0.013
a21o | 22 | 0.018
a211oi | 24 | 0.022
or3 | 13 | 0.0090
nand3 | 20 | 0.011
a221o | 17 | 0.019
mux4 | 59 | 0.15
or2 | 8 | 0.0058
a22oi | 6 | 0.0050
nand2b | 13 | 0.0090
mux2i | 32 | 0.036
o22ai | 23 | 0.016
nor4 | 14 | 0.010
ha | 99 | 0.14
nor3 | 33 | 0.018
o21ai | 88 | 0.049
buf | 37 | 0.024
nand4 | 7 | 0.0049
o21bai | 13 | 0.011
o31ai | 8 | 0.0067
a21oi | 117 | 0.066
clkbuf | 63 | 0.026
nor2 | 182 | 0.076
nand2 | 100 | 0.042
o2111ai | 12 | 0.012
o311ai | 8 | 0.0078
and4 | 5 | 0.0049
and3 | 8 | 0.0055
a211o | 10 | 0.0097
## metrics by stage
step | hold WS, ns | cell area, um2 | instances
after CTS | 11.58 | 10170 | 1612
after detailed placement | 11.58 | 10170 | 1612
after global routing | 11.67 | 10170 | 1612
after floorplan | 10.64 | 9020 | 1299
after global placement | 11.58 | 10170 | 1612
final | 11.58 | 10180 | 1614
Power is estimated from default activity; no workload was simulated.
